### flow/run.sh
#!/bin/bash
# OpenROAD 26Q1-2900-gdf79404cd8, Yosys 0.63+post, stock flow scripts
make -C /OpenROAD-flow-scripts/flow DESIGN_CONFIG=/design/flow/config.mk WORK_HOME=/design/flow/orfs finish
### flow/config.mk
export PLATFORM = sky130hd
export DESIGN_NAME = islemci
export DESIGN_NICKNAME = islemci
export VERILOG_FILES = /design/flow/design.v
export SDC_FILE = /design/flow/constraint.sdc
export NUM_CORES = 4
export LEC_CHECK = 1
export CORE_UTILIZATION = 40
### flow/constraint.sdc
current_design islemci

set clk_period 6.9
set clk_io_pct 0.2

create_clock -name clk0 -period $clk_period [get_ports {clk}]

set non_clock_inputs [all_inputs -no_clocks]
set_input_delay [expr $clk_period * $clk_io_pct] -clock clk0 $non_clock_inputs
set_output_delay [expr $clk_period * $clk_io_pct] -clock clk0 [all_outputs]
### flow/design.v
`timescale 1ns / 1ps
module islemci(
        input clk,                           
        input rst,                           
        input[31:0] buyruk,                  
        output reg[31:0] ps                  
    );
    reg signed [31:0] yazmac_obegi[7:0];     
    reg[31:0] buyruk_bellek[255:0];          
    reg[31:0] veri_bellek[127:0];            
    reg [6:0] islemkodu;                     
    reg [31:0] sayac, sayac_sonraki;         
    integer i;                               
    initial begin
        yazmac_obegi[0] = 32'b00000000_00000000_00000000_00000000;
        sayac = 0;                          
    end
    always@(posedge clk, posedge rst) begin
        yazmac_obegi[0] = 32'b00000000_00000000_00000000_00000000;
        if (rst) begin
            islemkodu = 0;
            sayac_sonraki = 0;
            for (i = 0; i < 8; i = i + 1) begin
                yazmac_obegi[i] = 32'b00000000_00000000_00000000_00000000;
            end
            for (i = 0; i < 128; i = i + 1) begin
                veri_bellek[i] = 32'b00000000_00000000_00000000_00000000;
            end
            sayac <= sayac_sonraki;
            ps <= sayac_sonraki;
        end
        else if (clk) begin
            islemkodu = buyruk[6:0];   
            if (islemkodu == 7'b0010011) begin                               
                if (buyruk[14:12] == 0) begin                                
                    yazmac_obegi[buyruk[11:7]] = yazmac_obegi[buyruk[19:15]] + $signed(buyruk[31:20]);
                end
            end
            else if (islemkodu == 7'b0110011) begin                          
                if (buyruk[31:25] == 0 & buyruk[14:12] == 0) begin           
                    yazmac_obegi[buyruk[11:7]] = yazmac_obegi[buyruk[24:20]] + yazmac_obegi[buyruk[19:15]];
                end 
                else if (buyruk[31:25] == 32 & buyruk[14:12] == 0) begin     
                    yazmac_obegi[buyruk[11:7]] = yazmac_obegi[buyruk[19:15]] - yazmac_obegi[buyruk[24:20]];
                end
                else if (buyruk[31:25] == 0 & buyruk[14:12] == 5) begin      
                    yazmac_obegi[buyruk[11:7]] = yazmac_obegi[buyruk[24:20]] | yazmac_obegi[buyruk[19:15]];
                end
                else if (buyruk[31:25] == 0 & buyruk[14:12] == 7) begin      
                    yazmac_obegi[buyruk[11:7]] = yazmac_obegi[buyruk[24:20]] & yazmac_obegi[buyruk[19:15]];
                end
                else if (buyruk[31:25] == 0 & buyruk[14:12] == 4) begin      
                    yazmac_obegi[buyruk[11:7]] = yazmac_obegi[buyruk[24:20]] ^ yazmac_obegi[buyruk[19:15]];
                end
            end
            else if (islemkodu == 7'b1100011) begin                          
                if (buyruk[14:12] == 0) begin                                
                    sayac_sonraki = (yazmac_obegi[buyruk[19:15]] == yazmac_obegi[buyruk[24:20]])
                        ? sayac + ({buyruk[31], buyruk[7], buyruk[30:25], buyruk[11:8]} * 4)
                        : sayac + 4;
                end
                else if (buyruk[14:12] == 1) begin                           
                    sayac_sonraki = (yazmac_obegi[buyruk[19:15]] != yazmac_obegi[buyruk[24:20]])
                        ? sayac + ({buyruk[31], buyruk[7], buyruk[30:25], buyruk[11:8]} * 4)
                        : sayac + 4;
                end
                else if (buyruk[14:12] == 4) begin                           
                    sayac_sonraki = (yazmac_obegi[buyruk[19:15] < yazmac_obegi[buyruk[24:20]]]) 
                        ? sayac + ({buyruk[31], buyruk[7], buyruk[30:25], buyruk[11:8]} * 4)
                        : sayac + 4;
                end
            end
            else if (islemkodu == 7'b1101111) begin                          
                yazmac_obegi[buyruk[11:7]] = sayac + 4;                                          
                sayac_sonraki = sayac + {buyruk[31], buyruk[19:12], buyruk[20], buyruk[30:21]};  
            end
            else if (islemkodu == 7'b1100111 & buyruk[14:12] == 0) begin     
                yazmac_obegi[buyruk[11:7]] = sayac + 4;                                          
                sayac_sonraki = yazmac_obegi[buyruk[19:15]] + buyruk[31:20];                     
            end
            else if (islemkodu == 7'b0110111) begin                          
                yazmac_obegi[buyruk[11:7]] = buyruk[31:12] << 12;
            end
            else if (islemkodu == 7'b0010111) begin                          
                yazmac_obegi[buyruk[11:7]] = sayac + buyruk[31:12] << 12;
            end
            else if (islemkodu == 7'b0000011) begin                          
                yazmac_obegi[buyruk[11:7]] = veri_bellek[yazmac_obegi[buyruk[19:15]] + buyruk[31:20]];
            end
            else if (islemkodu == 7'b0100011) begin                          
                veri_bellek[( yazmac_obegi[buyruk[19:15]] + {buyruk[31:25], buyruk[11:7]} ) >> 2] = yazmac_obegi[buyruk[24:20]];
            end
            sayac_sonraki = sayac + 4;
            sayac <= sayac_sonraki;
            ps <= sayac_sonraki;
        end
    end
endmodule
==> flow_metrics.env <==
# source this file to load flow results
export IMPL_grt_max_degree=61
export IMPL_initCoreUtil_pct=41.9
export IMPL_routed_wl_microns=3210
export IMPL_ctsHoldBuffers=0
export IMPL_die_w_microns=75.4
export IMPL_htreeDepth=3
export IMPL_top_level_ports=66
export IMPL_clk_pin_slew_ns=0.06
export IMPL_critical_path_max_fanout=1
export IMPL_path_delay_family="buffers and inverters"
export IMPL_crit_chain="clkdlybuf4s50_1"
export IMPL_postSynthCellCount=154
export IMPL_port_buffers=31
export IMPL_fin_skew_ns=0.00729
export IMPL_setup_viol=0
export IMPL_path_buffers=1
export IMPL_drv_slew=0
export IMPL_avgRoutedWirePerCell_microns=12.0
export IMPL_die_y_microns=75.4
export IMPL_synth_cells_yosys=154
export IMPL_fmax_mhz=400
export IMPL_synth_flops=60
export IMPL_grtUsageMet3_pct=6.30
export IMPL_rr_worst_depth=4
export IMPL_stdcell_count=268
export IMPL_p_total_w=0.000644
export IMPL_avgSynthCellArea_sq_um=14.0
export IMPL_grt_antenna_before_repair=0
export IMPL_overflow=0
export IMPL_grt_pass1_vias=1215
export IMPL_dp_hpwl_microns=2080
export IMPL_synthDistinctLibCells=22
export IMPL_fin_crit_sh_pct=36.3
export IMPL_cpMaxStageDelayCell="clkdlybuf4s50_1"
export IMPL_final_hold_viol_count=0
export IMPL_tightest_slew_ns=0.712
export IMPL_antenna_cells=0
export IMPL_crit_path_end_kind="output pin"
export IMPL_grt_pass1_wl_microns=5530
export IMPL_r2r_slack_ns=4.82
export IMPL_routabilityCongestion=0.771
export IMPL_design_area_sq_um=2720
export IMPL_cts_root_buf="clkbuf_8"
export IMPL_drc=0
export IMPL_drv_cap=0
export IMPL_num_fill_cells=449
export IMPL_holdPathStages=1
export IMPL_cp_required_ns=5.52
export IMPL_cts_sinks=60
export IMPL_cts_tree="built"
export IMPL_drt_iter0_markers=69
export IMPL_core_sq_um=5140
export IMPL_drive_gt1_share_pct=12.1
export IMPL_worstSkewPairLatency_ns=0.33
export IMPL_tool_warnings=57
export IMPL_synthesis_area_sq_um=2150
export IMPL_cts_buffers=9
export IMPL_yosys_stat_seqShare_pct=69.7
export IMPL_cts_buffer_depth=2
export IMPL_viasPerCell=4.55
export IMPL_chipArea_sq_um=5680
export IMPL_track_usage_pct=13.7
export IMPL_routed_via_count=1219
export IMPL_synth_warnings=3
export IMPL_power_density_nw_per_um2=237
export IMPL_period_needed_ns=2.50
export IMPL_yosys_stat_area_sq_um=2150
export IMPL_final_antenna_net_count=0
export IMPL_fin_util_pct=52.9
export IMPL_ir_drop_mv=0.168
export IMPL_synthToLayoutAreaGrowth_pct=26.2
export IMPL_p_leak_nw=1.33
export IMPL_critical_path_class="flip-flop to output pin"
export IMPL_start_kind="flip-flop"
export IMPL_use_met2_pct=20.9
export IMPL_grt_setup_unrepaired="false"
export IMPL_met1_usage_pct=19.4
export IMPL_dp_cells=253
export IMPL_fp_row_count=26
export IMPL_hold_class="flip-flop to flip-flop"
export IMPL_relSlewSlack_pct=52.5
export IMPL_cp_data_arrival_time_ns=1.12
export IMPL_status="finished, final reports clean"
export IMPL_most_common_layout_cells="60 x dfrtp_1, 31 x clkdlybuf4s50_1, 18 x xor2_1"
export IMPL_mostFrequentLayoutCell="dfrtp_1"
export IMPL_max_stage_delay_ns=0.46
export IMPL_worst_path_stages=1
export IMPL_post_cts_buffers=0
export IMPL_ctsResizeCount=0
export IMPL_setup_tns_ns=0
export IMPL_place_area_sq_um=2530
export IMPL_grt_busiest_layer="met2"
export IMPL_dr_pass1_iters=4
[routing by layer]
| layer | wire length, microns | vias up |
|---|---|---|
| met3 | 249 | 8 |
| li1 | - | 585 |
| met2 | 1460 | 34 |
| met4 | 51 | 0 |
| met5 | 0 | - |
| met1 | 1440 | 592 |
[worst paths after layout]
| kind | startpoint | to |
|---|---|---|
| worst max-delay path | ps[19] | ps[19] |
| worst min-delay path | sayac[31] | ps[31] |
| worst max register to register | sayac[7] | sayac[27] |
| worst min register to register | sayac[31] | ps[31] |
| max in group asynchronous | rst | sayac[13] |
| min in group asynchronous | rst | ps[27] |
[synthesized netlist by cell type]
| library cell | n | share of area [%] |
|---|---|---|
| or4b_1 | 1 | 0.46 |
| nor4_1 | 1 | 0.29 |
| nor4_2 | 5 | 2.9 |
| dfrtp_1 | 60 | 70 |
| and4_1 | 1 | 0.41 |
| nand4_1 | 3 | 0.87 |
| buf_4 | 2 | 0.70 |
| ha_1 | 1 | 0.58 |
| or4_1 | 2 | 0.70 |
| nor4_4 | 1 | 0.99 |
| nor3_1 | 5 | 1.2 |
| clkbuf_2 | 1 | 0.23 |
| nor2_1 | 9 | 1.6 |
| nand2_1 | 9 | 1.6 |
| xor2_1 | 18 | 7.3 |
| buf_6 | 1 | 0.52 |
| nand3_1 | 11 | 2.6 |
| and3_1 | 3 | 0.87 |
| xnor2_1 | 10 | 4.1 |
| nand4_2 | 2 | 1.2 |
| inv_1 | 7 | 1.2 |
| conb_1 | 1 | 0.17 |
[state kept, by name (all words and copies together) (netlist names)]
signal,flops
sayac,30
ps,30
[area by class of cell]
type	instances	area, sq um	share of cell area (%)
clock inverter	1	5.00	0.184
clock buffer	14	183	6.72
timing repair buffer	32	318	11.7
tap	70	87.6	3.22
multi-input combinational	84	599	22.0
inverter	7	26.3	0.966
sequential	60	1500	55.2
[metrics by stage]
step,setup WS (ns),hold slack (ns)
final,4.40,0.475
after global routing,4.33,0.492
after CTS,4.37,0.474
after detailed placement,4.46,0.463
after global placement,4.49,0.449
after floorplan,4.04,0.434
[logic make-up (layout without fill, tap and decap cells)]
kind of cell,Yosys count,in the layout,share of synthesized area [%]
flip-flops,60,60,69.7
AND/OR/NAND/NOR,53,53,15.5
XOR/XNOR,28,28,11.4
buffers and inverters,11,54,2.67
adder cells (fa/ha/maj),1,1,0.581
other,1,2,0.174
[power breakdown]
group / switching (W) / total [W] / internal [W] / leakage (nW)
sequential: 0 / 0.000352 / 0.000352 / 0.819
clock: 0.000118 / 0.000285 / 0.000167 / 0.0986
combinational: 0.00000635 / 0.00000727 / 0.000000918 / 0.412
No activity file was given, so power comes from the tool's default toggle rates.
